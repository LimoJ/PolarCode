[flow/constraint.sdc]
current_design LLR

set clk_period 8.1
set clk_io_pct 0.2

create_clock -name clk0 -period $clk_period

set non_clock_inputs [all_inputs -no_clocks]
set_input_delay [expr $clk_period * $clk_io_pct] -clock clk0 $non_clock_inputs
set_output_delay [expr $clk_period * $clk_io_pct] -clock clk0 [all_outputs]
[flow/config.mk]
export PLATFORM = sky130hd
export DESIGN_NAME = LLR
export DESIGN_NICKNAME = LLR
export VERILOG_FILES = /design/flow/design.v
export SDC_FILE = /design/flow/constraint.sdc
export NUM_CORES = 4
export LEC_CHECK = 1
export CORE_AREA = 10 10 113 113
export DIE_AREA = 0 0 123 123
[flow/design.v]
`timescale 1ns / 1ps
module LLR#(
parameter DATA_WIDTH=8
)(
    input  wire signed [DATA_WIDTH-1:0]b,
    input  wire signed [DATA_WIDTH-1:0]a,
    input  wire us, 
	input  wire sel, 
    output reg signed [DATA_WIDTH-1:0]llr_data_out
    );
wire [DATA_WIDTH-1:0]llrf_data_out;
wire [DATA_WIDTH-1:0]llrg_data_out;
    LLRf#(
	.DATA_WIDTH(DATA_WIDTH)
	) LLRf_inst(
	.b(b),
	.a(a),
	.llrf_data_out(llrf_data_out)
	);
    LLRg#(
	.DATA_WIDTH(DATA_WIDTH)
	) LLRg_inst(
	.b(b),
	.a(a),
	.us(us),
	.llrg_data_out(llrg_data_out)
	);
assign llr_data_out= (sel==0)?llrf_data_out:llrg_data_out;
endmodule
`timescale 1ns / 1ps
module LLRf#(
parameter DATA_WIDTH=8
)(
    input  wire signed [DATA_WIDTH-1:0] b,
    input  wire signed [DATA_WIDTH-1:0] a,
    output reg signed [DATA_WIDTH-1:0] llrf_data_out
    );
reg  signed_bit;
reg  signed [DATA_WIDTH-1:0]abs_a;
reg  signed [DATA_WIDTH-1:0]abs_b;
reg  signed [DATA_WIDTH-1:0]min_abs;   
always_comb
begin
     signed_bit=a[DATA_WIDTH-1]^b[DATA_WIDTH-1];
end    
always_comb
begin
     if(a[DATA_WIDTH-1]==0)
     begin
        abs_a=a;
     end
     else
     begin  
        abs_a=-a;
     end
end
always_comb
begin
     if(b[DATA_WIDTH-1]==0)
     begin
        abs_b=b;
     end
     else
     begin  
        abs_b=-b;
     end
end
assign  min_abs=abs_a<=abs_b?abs_a:abs_b;
always_comb
begin
    if(signed_bit==0)
    begin
        llrf_data_out=min_abs;
    end
    else
    begin
        llrf_data_out=-min_abs;
    end
end    
endmodule
`timescale 1ns / 1ps
module LLRg#(
parameter DATA_WIDTH=8
)(
    input  wire signed [DATA_WIDTH-1:0]b,
    input  wire signed [DATA_WIDTH-1:0]a,
    input  wire us, 
    output reg signed [DATA_WIDTH-1:0]llrg_data_out
    );
reg signed [DATA_WIDTH:0]sum;
reg signed [DATA_WIDTH-1:0]concat_a;
reg signed [DATA_WIDTH:0]shifted_sum;
always_comb
begin
    if(us==0)
    begin
        concat_a=a;
    end
    else
    begin
        concat_a=-a;
    end
end
always_comb
begin
    sum=concat_a+b;
end
always_comb
begin
    shifted_sum=(sum>>>1);
end
always_comb
begin
    llrg_data_out=sum>0&&sum[0]==1?shifted_sum[DATA_WIDTH-1:0]+1:shifted_sum[DATA_WIDTH-1:0];
end
endmodule
[flow/run.sh]
#!/bin/bash
# OpenROAD 26Q1-2900-gdf79404cd8, Yosys 0.63+post, stock flow scripts
make -C /OpenROAD-flow-scripts/flow DESIGN_CONFIG=/design/flow/config.mk WORK_HOME=/design/flow/orfs finish
==> metrics.yaml <==
status: "finished clean"
crit_type: "in -> out"
hold_end: "llr_data_out[0]"
cp_num_buf_inv: 3
warning_count: 33
setup_viol: 0
drt_wl_total_um: 4860
worst_pin_slew_ns: 0.686
ctsHoldBuffers: 0
max-slew-margin-rel: 0.541
tns_ns: 0
die-area_mm2: 0.0151
yosys_area_mm2: 0.00169
cts_setup_buffers: 0
power_density_mw_per_mm2: 105
topCellsByArea: "ha_1, xnor2_1, xor2_1, a21oi_1, nor2_1"
cp_data_arrival_time_ns: 5.92
syn_area_mm2: 0.00169
port-buffer-count: 26
crit_family: "buffers and inverters"
globalRoute.totalOverflow: 0
slowest_delay_ns: 0.56
coreArea_mm2: 0.0103
use_met3: 0.00509
hold_violations: 0
period_needed_ns: 7.54
antenna-diode-count: 0
holdPathStages: 4
ios: 26
drc_errors: 0
via_per_inst: 4.42
synth_cell_types: 61
startpoint_type: "primary input"
top_area_frac: 0.148
globalplace.congestion: 0.894
grt_max_degree: 17
grt_most_used_layer: "met1"
vias: 1705
yosys.area.top_type: "ha_1"
ant_nets: 0
synthCells: 230
grt_pass1_vias: 1596
met2_usage: 0.0974
period_used_share: 0.931
drt-initial-drc-count: 140
seqCellArea_um2: 0
drv_cap: 0
hp-class: "in -> out"
yosysWarnings: 4
antenna_found_initial: 0
die_height_um: 123
ys_cells: 230
fp_util: 0.163
max_freq_mhz: 133
fp-row-count: 37
max-vdd-ir-drop_v: 0.0000317
critPathMaxFanout: 10
routedWlPerCell_um: 12.6
flop-count: 0
cp.required_ns: 6.48
area_growth_pct: 22.9
clock_buffers: 0
cts-resized-gates: 0
hold_ws_ns: 4.61
grtUsageTotal: 0.0642
path_cells: "clkdlybuf4s50_1, inv_1, ha_1, or3b_4, o31ai_4, xnor2_1, ha_1, a2111o_1, a21oi_2, mux2_2, and4b_1, a211oi_2, clkdlybuf4s50_1"
final_layout_size_suffix_gt1_frac: 0.0840
ys_seq_frac: 0
maxSlewViolCount: 0
hold_start: "a[0]"
grt_pass1_wl_um: 7980
grt_setup_unrepaired: "no"
p_leak_nw: 0.772
critical_path.slowest_cell: "clkdlybuf4s50_1"
groute.layer.met1.usage: 0.100
dp.final_hpwl_um: 4280
syn_area_per_cell_um2: 7.34
drtPass1Iterations: 4
die_width_um: 123
critPathCaptureType: "primary output"
## per-stage QoR
step | total power [mW] | std cells | cell area (µm²) | utilization | setup slack, ns
3_3_place_gp | 0.216 | 386 | 2070 | 0.201 | 0.640
3_5_place_dp | 0.218 | 386 | 2070 | 0.201 | 0.594
5_1_grt | 0.241 | 386 | 2070 | 0.201 | 0.315
6_report | 0.218 | 386 | 2070 | 0.201 | 0.557
2_1_floorplan | 0.146 | 230 | 1690 | - | 2.13
4_1_cts | 0.219 | 386 | 2070 | 0.201 | 0.578
## power by group
group	total [mW]	leakage [nW]	internal, mW	switching [mW]
Sequential	0	0	0	0
Clock	0	0	0	0
Combinational	0.218	0.772	0.104	0.114
## final cells by class
| type | instances | area [µm²] |
|---|---|---|
| multi-input cells | 207 | 1570 |
| repair buffers | 28 | 275 |
| inverters | 15 | 56.3 |
| fillers | 1158 | 8250 |
| well taps | 136 | 170 |
## layout by cell type (no fill, tap or decap), drive strengths merged, types with 2 or more instances in the layout
master	n
a211oi	5
a21o	2
a21oi	18
a221oi	2
and2	3
and2b	2
and3	2
buf	2
clkdlybuf4s50	26
ha	20
inv	15
mux2i	4
nand2	13
nand2b	9
nand3	3
nand4	4
nand4b	2
nor2	19
nor2b	3
nor3	8
nor3b	2
nor4	3
o211ai	3
o21a	2
o21ai	15
o311ai	3
o31ai	5
or3	2
xnor2	27
xor2	11
## worst max-delay path by stage
stage                 slack, ns  cells after the start         endpoint  start
final                      0.56                     13  llr_data_out[7]   a[0]
after global routing       0.32                     13  llr_data_out[7]   a[0]
after CTS                  0.58                     13  llr_data_out[7]   a[0]
## logic make-up after synthesis
kind of cell / synth area share
multiplexers: 0.0304
AND-OR/OR-AND: 0.266
XOR/XNOR: 0.197
buffers and inverters: 0.0682
adder cells (fa/ha/maj): 0.160
AND/OR/NAND/NOR: 0.278
## routing by layer
layer | up-vias | wire (µm) | part of all wire
li1 | 887 | - | -
met1 | 782 | 2630 | 0.54
met2 | 34 | 1970 | 0.40
met3 | 2 | 220 | 0.045
met4 | 0 | 39 | 0.0080
met5 | - | 0 | 0
## synth_stat cells, types with 2 or more instances
| cell | n |
|---|---|
| mux2i_1 | 4 |
| or3_1 | 2 |
| xnor2_1 | 27 |
| xor2_1 | 11 |
| inv_1 | 14 |
| a21o_1 | 2 |
| nor4_1 | 2 |
| o21a_1 | 2 |
| and2_1 | 2 |
| nor2b_1 | 3 |
| buf_2 | 2 |
| nor2_1 | 19 |
| o21ai_0 | 14 |
| buf_6 | 3 |
| ha_1 | 20 |
| o31ai_1 | 3 |
| nand2_1 | 11 |
| o311ai_2 | 2 |
| a211oi_1 | 4 |
| nand2_2 | 2 |
| nor3_1 | 8 |
| nand4b_1 | 2 |
| nand4_1 | 3 |
| clkbuf_1 | 2 |
| o211ai_1 | 3 |
| nor3b_1 | 2 |
| nand2b_1 | 9 |
| a21oi_1 | 17 |
| nand3_1 | 3 |
Power and IR drop assume default switching activity.
