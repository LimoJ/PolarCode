## flow/run.sh

```bash
#!/bin/bash
# OpenROAD 26Q1-2900-gdf79404cd8, Yosys 0.63+post, stock flow scripts
make -C /OpenROAD-flow-scripts/flow DESIGN_CONFIG=/design/flow/config.mk WORK_HOME=/design/flow/orfs finish
```

## flow/config.mk

```make
export PLATFORM = sky130hd
export DESIGN_NAME = PartialSumCalculator
export DESIGN_NICKNAME = PartialSumCalculator
export VERILOG_FILES = /design/flow/design.v
export SDC_FILE = /design/flow/constraint.sdc
export NUM_CORES = 4
export LEC_CHECK = 1
export CORE_AREA = 10 10 87 87
export DIE_AREA = 0 0 97 97
```

## flow/constraint.sdc

```tcl
current_design PartialSumCalculator

set clk_period 4.5
set clk_io_pct 0.2

create_clock -name clk0 -period $clk_period [get_ports {clk}]

set non_clock_inputs [all_inputs -no_clocks]
set_input_delay [expr $clk_period * $clk_io_pct] -clock clk0 $non_clock_inputs
set_output_delay [expr $clk_period * $clk_io_pct] -clock clk0 [all_outputs]
```

## flow/design.v

```verilog
`timescale 1ns / 1ps
module CurrentLayerCal#(
    parameter COUNTER_WIDTH=10,
    parameter LAYER_OUT_WIDTH=4
)(
    input wire [COUNTER_WIDTH-1:0]counter_value,
    output reg [LAYER_OUT_WIDTH-1:0]current_layer_num
    );
always_comb
begin
    if((counter_value&10'b10_0000_0000)==10'b00_0000_0000)
    begin
        current_layer_num=4'd9;
    end
    else if((counter_value&10'b11_0000_0000)==10'b10_0000_0000)
    begin
        current_layer_num=4'd8; 
    end
    else if((counter_value&10'b11_1000_0000)==10'b11_0000_0000)
    begin
        current_layer_num=4'd7;  
    end
    else if((counter_value&10'b11_1100_0000)==10'b11_1000_0000)
    begin
        current_layer_num=4'd6;     
    end
    else if((counter_value&10'b11_1110_0000)==10'b11_1100_0000)
    begin
        current_layer_num=4'd5;
    end
    else if((counter_value&10'b11_1111_0000)==10'b11_1110_0000)
    begin
        current_layer_num=4'd4;     
    end
    else if((counter_value&10'b11_1111_1000)==10'b11_1111_0000)
    begin
        current_layer_num=4'd3;    
    end
    else if((counter_value&10'b11_1111_1100)==10'b11_1111_1000)
    begin
        current_layer_num=4'd2;     
    end
    else if((counter_value&10'b11_1111_1110)==10'b11_1111_1100)
    begin
        current_layer_num=4'd1;
    end
    else if((counter_value)==10'b11_1111_1110)
    begin
        current_layer_num=4'd0; 
    end
    else
    begin
        current_layer_num=4'd0;     
    end            
end
endmodule
`timescale 1ns / 1ps
module PartialSum#(
)(
    input wire pre_f,
    input wire a,
    output reg f,
    output reg g,
    output reg g_valid,
    input f_g_select  
    );
assign f= (~f_g_select)?a:(a^pre_f);    
assign g=a;
assign g_valid=f_g_select;
endmodule
`timescale 1ns / 1ps
module PartialSumCalculator#(
parameter PARTIAL_SUM_NEW_BIT_STORE_STATE=10'd16,
parameter PARTIAL_SUM_READ_STATE=10'd32,
parameter PARTIAL_SUM_CAL_AND_STORE_STATE=10'd64,
parameter STATE_WIDTH=10,
parameter ADDR_WIDTH=10,
parameter ID_COUNTER_WIDTH=10,
parameter INNER_COUNTER_WIDTH=10,
parameter INNER_COUNTER_MAX_VALUE=10'd1022
)
(
    input wire clk,
    input wire reset,
    input wire [STATE_WIDTH-1:0] state,
    input wire new_bit_data,
    input wire [ID_COUNTER_WIDTH-1:0]id_counter_value,
    input wire data_a_from_partial_bram,
    input wire data_b_from_partial_bram,
    output reg [ADDR_WIDTH-1:0]addr_a_to_partial_sum_bram,
    output reg [ADDR_WIDTH-1:0]addr_b_to_partial_sum_bram,
    output reg data_a_to_partial_sum_bram,
    output reg data_b_to_partial_sum_bram,
    output reg enablea_to_partial_sum_bram,
    output reg enableb_to_partial_sum_bram,
    output reg write_enable_a_to_partial_sum_bram,
    output reg write_enable_b_to_partial_sum_bram,
    output reg partial_sum_sigle_bit_cal_fin
    );
localparam STOP_THRESHOLD=10'd512;
reg [INNER_COUNTER_WIDTH-1:0] inner_counter;
always_ff@(posedge clk or posedge reset)
begin
    if(reset)
    begin
        inner_counter<=0;
    end
    else
    begin
        if(state==PARTIAL_SUM_CAL_AND_STORE_STATE)
        begin
            inner_counter<=inner_counter-1'b1;
        end
        else if(state==PARTIAL_SUM_READ_STATE)
        begin
            inner_counter<=inner_counter; 
        end
        else
        begin
            inner_counter<=INNER_COUNTER_MAX_VALUE;
        end
    end
end
always_comb
begin
    if(state==PARTIAL_SUM_NEW_BIT_STORE_STATE)
    begin
        addr_a_to_partial_sum_bram=INNER_COUNTER_MAX_VALUE;
    end
    else if(state==PARTIAL_SUM_READ_STATE)
    begin
        addr_a_to_partial_sum_bram={inner_counter[ADDR_WIDTH-2:0],1'b0};
    end
    else if(state==PARTIAL_SUM_CAL_AND_STORE_STATE)
    begin
        addr_a_to_partial_sum_bram={inner_counter[ADDR_WIDTH-2:0],1'b0};
    end
    else
    begin
        addr_a_to_partial_sum_bram=0;
    end
end
always_comb
begin
    if(state==PARTIAL_SUM_NEW_BIT_STORE_STATE)
    begin
        addr_b_to_partial_sum_bram=0;
    end
    else if(state==PARTIAL_SUM_READ_STATE)
    begin
        addr_b_to_partial_sum_bram=inner_counter;
    end
    else if(state==PARTIAL_SUM_CAL_AND_STORE_STATE)
    begin
        addr_b_to_partial_sum_bram={inner_counter[ADDR_WIDTH-2:0],1'b1};
    end
    else
    begin
        addr_b_to_partial_sum_bram=0;
    end
end
localparam LAYER_OUT_WIDTH = $clog2(ID_COUNTER_WIDTH)+1;	
wire [LAYER_OUT_WIDTH-1:0] current_layer_num;     
 CurrentLayerCal#(
       .COUNTER_WIDTH(INNER_COUNTER_WIDTH),
       .LAYER_OUT_WIDTH(LAYER_OUT_WIDTH)
)CurrentLayerCalInst(
       .counter_value(inner_counter),
       .current_layer_num(current_layer_num)
       );
wire [LAYER_OUT_WIDTH-1:0] next_counter_current_layer_num;  
 CurrentLayerCal#(
       .COUNTER_WIDTH(INNER_COUNTER_WIDTH),
       .LAYER_OUT_WIDTH(LAYER_OUT_WIDTH)
)NextCounterCurrentLayerCalInst(
       .counter_value(inner_counter-1),
       .current_layer_num(next_counter_current_layer_num)
       );
reg g_valid;
reg f_g_select;
reg f;
reg g; 
assign f_g_select=id_counter_value[current_layer_num];
PartialSum PartialSumInst(
    .pre_f(data_a_from_partial_bram),
    .a(data_b_from_partial_bram),
    .f(f),
    .g(g),
    .g_valid(g_valid),
    .f_g_select(f_g_select)  
);
assign data_a_to_partial_sum_bram=(state==PARTIAL_SUM_NEW_BIT_STORE_STATE)?new_bit_data:f;
assign data_b_to_partial_sum_bram=g;
assign enablea_to_partial_sum_bram=(state==PARTIAL_SUM_NEW_BIT_STORE_STATE||(state==PARTIAL_SUM_READ_STATE))||(state==PARTIAL_SUM_CAL_AND_STORE_STATE);
assign enableb_to_partial_sum_bram=(state==PARTIAL_SUM_READ_STATE)||((state==PARTIAL_SUM_CAL_AND_STORE_STATE)&g_valid==1'b1);
assign write_enable_a_to_partial_sum_bram=(state==PARTIAL_SUM_NEW_BIT_STORE_STATE||(state==PARTIAL_SUM_CAL_AND_STORE_STATE));
assign write_enable_b_to_partial_sum_bram=((state==PARTIAL_SUM_CAL_AND_STORE_STATE))&&(g_valid==1'b1);
always_comb
begin
    if(reset)
    begin
        partial_sum_sigle_bit_cal_fin=0;
    end
    else if(id_counter_value[0]==0&&(state==PARTIAL_SUM_CAL_AND_STORE_STATE))
    begin
        partial_sum_sigle_bit_cal_fin=1'b1;
    end
    else
    begin
        partial_sum_sigle_bit_cal_fin=(state==PARTIAL_SUM_CAL_AND_STORE_STATE)
                                       &&(
                                            (id_counter_value[current_layer_num]==1'b0&&current_layer_num!=next_counter_current_layer_num)
                                            ||
                                            (next_counter_current_layer_num==9)
                                         );
    end
end
endmodule
```

==> results.toml <==
# implementation run metrics
[clock_network]
clk_pin_slew_ns = 0.05
postCtsSetupBuffers = 0
numClockSinks = 10
clk_path_buf_depth = 2
post_cts_resized = 0
cts_max_level = 1
root_buffer = "clkbuf_8"
clkLatencyLatePin_ns = 0.24
cts_tree = "done"
cts_made_buffers = 3
holdBufCountCts = 0

[critical_path]
path_buffers = 1
worstPathCellList = "nand2_1 -> a31oi_1 -> mux4_1 -> mux2i_1 -> o21ai_1 -> a311o_1 -> a31oi_1 -> clkdlybuf4s50_1"
r2r-end = "inner_counter[8]"
crit_slowest_cell = "dfrtp_1"
crit_path_end = "partial_sum_sigle_bit_cal_fin"
r2r_cells = 7
crit_start = "inner_counter[6]"
path_max_fanout = 14
rr_startpoint = "inner_counter[1]"
crit_top_cell = "a31oi_1"
crit_path_start_kind = "flip-flop"
setup.worst_path.end_class = "output port"
cp.depth = 8
crit_family = "AND-OR/OR-AND gates"
critPathKind = "flip-flop to output port"
slowest_delay_ns = 0.65
reg2reg_setup_slack_ns = 2.20
critPathRequiredTime_ns = 3.60
cp.arrival_ns = 3.23

[synth]
synth-main-ff-cell = "dfrtp_1"
synth_cell_types = 56
syn-instance-count = 189
synth.largest_area_cell = "dfrtp_1"
synth_flops = 10
ys_chip_area_sq_um = 1350
synth_warnings = 13
synth_top_area_share = 0.186
ys_cells = 189
synth-async-reset-ratio = 1.00
syn_avg_cell_area_sq_um = 7.13
synth_seq_share = 0.186
topCellsByArea = "dfrtp_1 19%, nand2_1 9.5%, o21ai_0 5.2%"
syn_area_sq_um = 1350
edf_count = 0

[route]
diodes = 0
wl_microns = 4460
first_pass_iters = 4
vias_per_cell = 5.06
ant_nets = 0
via_count = 1534
initialDrtViolationCount = 99
wl_per_cell_microns = 14.7
drc = 0

[global_routing]
first_global_vias = 1538
antenna_found_initial = 0
grt_max_degree = 20
grt_pass1_wl_microns = 7450
grt_usage = 0.0907
grt_overflow_total = 0

[die]
io_pins = 52
die_x_microns = 97
die_h_microns = 97
dieArea_sq_um = 9410
floorplan.core_util = 0.239
core_area_sq_um = 5640
rows = 27

[power_and_ir_drop]
powerDensity_nw_per_um2 = 115
peakVddDrop_mv = 0.0567
total_power_uw = 222
p_leak_uw = 0.000749

[final_timing]
finalClockPeriodUsage = 0.918
tightest_slew_ns = 0.661
slew_headroom = 0.559
fmax_ghz = 0.242
finalCriticalPeriod_ns = 4.13
rsz0062_at_grt = "no"
setup_tns_ns = 0
finalHoldViolations = 0
drv_slew = 0
whs_ns = 0.660
setup_violations = 0
skew_ns = 0.00152

[final_layout]
syn2layout_area_growth_pct = 44.0
layout-drive-gt1-share = 0.0996
largest_register_ffs = 10
top_register = "inner_counter"
fin_area_sq_um = 1940
reg_top3 = "inner_counter: 10 flops"

[placed_design]
place_congestion = 0.793
io_buffers = 50
dp_hpwl_microns = 3530
place_area_sq_um = 1900

[min_path]
hold_class = "flip-flop to flip-flop"
hold_path_depth = 2

[run]
warnings = 25
drv_cap = 0

[status]
status = "complete, no violations"
==> where the power goes <==
| part | internal, uW | switching [uW] |
|---|---|---|
| registers | 90.2 | 0.118 |
| logic | 26.5 | 10.8 |
| clock network | 58.7 | 35.9 |
==> metrics by stage <==
stage	utilization	worst slack, ns	std cells
finish	0.344	0.370	303
global route	0.344	0.110	303
CTS	0.344	0.335	303
detailed placement	0.337	0.367	300
global placement	0.337	0.402	300
floorplan	-	1.31	189
==> logic make-up (layout without fill, tap and decap cells) <==
kind of cell,Yosys count,in the layout,share of synthesized area
simple gates,83,83,0.326
compound gates,62,62,0.308
buf+inv,23,65,0.0808
flops,10,10,0.186
mux,5,5,0.0613
xor+xnor,4,4,0.0260
fa+ha+maj,1,1,0.00928
other cells,1,1,0.00278
==> per-layer routing <==
metal | share of wire | global-route usage | vias to the layer above
met5 | 0 | 0 | -
met4 | 0.015 | 0.0135 | 0
met2 | 0.45 | 0.153 | 44
li1 | - | - | 767
met1 | 0.46 | 0.112 | 716
met3 | 0.071 | 0.0287 | 7
==> synthesized netlist by cell type, types with 2 or more instances <==
cell type,instances
nand2_1,34
o221ai_2,2
o22ai_1,4
nor3_1,4
a22oi_1,2
and2_1,3
a21oi_1,13
mux4_1,2
nor3b_1,3
clkbuf_1,7
nand3b_1,2
nand4_1,2
a31oi_1,4
inv_2,2
dfrtp_1,10
a21oi_2,2
o21ai_1,2
o21a_1,9
nand2b_1,4
nor2_1,12
inv_1,4
buf_2,6
nor2b_1,4
xnor2_1,4
buf_4,2
o21ai_0,14
mux2i_1,3
==> worst min path at each step <==
stage	slack, ns	from	end
4_1_cts	0.66	inner_counter[0]	inner_counter[0]
5_1_grt	0.70	inner_counter[0]	inner_counter[0]
6_report	0.66	inner_counter[8]	inner_counter[8]
==> cell type report <==
class                      count  area, sq um
multi-input combinational    156          995
fill                         585         3700
inverter                       7         26.3
tap                           72         90.1
sequential                    10          250
timing repair buffer          55          538
clock buffer                   3         41.3
==> placed cells by master (no fill, tap or decap), types with 3 or more instances in the layout <==
cell type	count
buf_4	5
o22ai_1	4
dfrtp_1	10
xnor2_1	4
nor3b_1	3
nor3_1	4
o21ai_0	14
clkbuf_8	3
nor2b_1	4
nand2_1	34
nor2_1	12
inv_1	4
clkdlybuf4s50_1	50
and2_1	3
o21a_1	9
a31oi_1	4
nand2b_1	4
a21oi_1	13
mux2i_1	3
==> worst register-to-register path, delay by kind of cell, from the launching register on <==
| family | cells | cell delay [ns] |
|---|---|---|
| fa+ha+maj | 1 | 0.34 |
| buf+inv | 1 | 0.13 |
| simple gates | 4 | 1.09 |
| compound gates | 1 | 0.21 |
| flops | 1 | 0.46 |
Power figures rest on the tool's default switching activity, not on a simulated workload.
