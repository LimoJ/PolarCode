## config.mk

```make
export PLATFORM = sky130hd
export DESIGN_NAME = StartLayerCal
export DESIGN_NICKNAME = StartLayerCal
export VERILOG_FILES = /design/flow/design.v
export SDC_FILE = /design/flow/constraint.sdc
export NUM_CORES = 4
export LEC_CHECK = 1
export CORE_AREA = 10 10 70 70
export DIE_AREA = 0 0 80 80
```

## constraint.sdc

```tcl
current_design StartLayerCal

set clk_period 2.3
set clk_io_pct 0.2

create_clock -name clk0 -period $clk_period

set non_clock_inputs [all_inputs -no_clocks]
set_input_delay [expr $clk_period * $clk_io_pct] -clock clk0 $non_clock_inputs
set_output_delay [expr $clk_period * $clk_io_pct] -clock clk0 [all_outputs]
```

## design.v

```verilog
`timescale 1ns / 1ps
module StartLayerCal#(
    parameter ID_COUNTER_WIDTH=10,
    parameter LAYER_OUT_WIDTH=4,
    parameter ADDR_WIDTH=11
)(
    input wire [ID_COUNTER_WIDTH-1:0]id_counter_value,
    output reg [ID_COUNTER_WIDTH:0]start_layer_num,
    output reg [ADDR_WIDTH-1:0]start_layer_init_addr
    );
always_comb
begin
    if((id_counter_value&10'b00_0000_0001)==10'b00_0000_0001)
    begin
        start_layer_num=4'd0;
        start_layer_init_addr=11'b111_1111_1110;
    end
    else if((id_counter_value&10'b00_0000_0011)==10'b00_0000_0010)
    begin
        start_layer_num=4'd1;
        start_layer_init_addr=11'b111_1111_1100;    
    end
    else if((id_counter_value&10'b00_0000_0111)==10'b00_0000_0100)
    begin
        start_layer_num=4'd2;
        start_layer_init_addr=11'b111_1111_1000;      
    end
    else if((id_counter_value&10'b00_0000_1111)==10'b00_0000_1000)
    begin
        start_layer_num=4'd3;
        start_layer_init_addr=11'b111_1111_0000;       
    end
    else if((id_counter_value&10'b00_0001_1111)==10'b00_0001_0000)
    begin
        start_layer_num=4'd4;
        start_layer_init_addr=11'b111_1110_0000;   
    end
    else if((id_counter_value&10'b00_0011_1111)==10'b00_0010_0000)
    begin
        start_layer_num=4'd5;
        start_layer_init_addr=11'b111_1100_0000;      
    end
    else if((id_counter_value&10'b00_0111_1111)==10'b00_0100_0000)
    begin
        start_layer_num=4'd6;
        start_layer_init_addr=11'b111_1000_0000;      
    end
    else if((id_counter_value&10'b00_1111_1111)==10'b00_1000_0000)
    begin
        start_layer_num=4'd7;
        start_layer_init_addr=11'b111_0000_0000;       
    end
    else if((id_counter_value&10'b01_1111_1111)==10'b01_0000_0000)
    begin
        start_layer_num=4'd8;
        start_layer_init_addr=11'b110_0000_0000;  
    end
    else if((id_counter_value)==10'b10_0000_0000)
    begin
        start_layer_num=4'd9;
        start_layer_init_addr=11'b100_0000_0000;  
    end
    else
    begin
        start_layer_num=4'd9;
        start_layer_init_addr=11'b000_0000_0000;      
    end            
end
endmodule
```

## run.sh

```bash
#!/bin/bash
# OpenROAD 26Q1-2900-gdf79404cd8, Yosys 0.63+post, stock flow scripts
make -C /OpenROAD-flow-scripts/flow DESIGN_CONFIG=/design/flow/config.mk WORK_HOME=/design/flow/orfs finish
```

==> deck_impl_summary.md <==
Synthesis and Place & Route Summary

Status
  • Status: complete, no violations

Layout
  • Final non-filler cell total: ~110
  • Fillers: 391
  • Clock Buffer Count: 0
  • Flop count: 0
  • Share of cells above drive strength 1: 0.354
  • FF+latch area: 0 um2
  • Multi-input logic area: roughly 170 um2
  • Fin area: approximately 540 um2
  • Area delta synth->final: 150%

Synthesis
  • Sequential area share after synthesis: 0
  • Yosys cell types: 15
  • Largest cells by area: buf_4 (31%), nor4_4 (9.9%), or2_2 (8.7%)
  • # Cells Yosys: 33
  • Synth Cell Area: around 220 um2
  • MUX area fraction: 0
  • Syn_area_per_cell: around 6.5 um2
  • Basic Gates by Area: 0.419
  • Post-synth top cells: buf_4 (9), inv_1 (4), nor2_1 (4)
  • Gate Count Post-Synth: 33
  • Main logic family after synthesis: simple AND/OR/NAND/NOR gates
  • Share of the synthesized area in the top cell type: 0.314
  • YS warnings: 1
  • Top-count cell post-synth: buf_4
  • Biggest area consumer among synthesized cells: buf_4
  • Fa+ha+maj area frac: 0
  • XOR Share, Synth: 0
  • Aoi share: 0.180
  • Yosys Chip Area: ~220 um2

Global route
  • Initial antenna violation count: 0
  • GRT Residual Overflow: 0
  • Vias in the first global route: 328
  • Pin count of the biggest net entering global routing: 6
  • First-pass GRT wire length: 1540 um
  • GRT Total Usage: 0.0286

Setup path
  • Worst path most repeated cell: clkdlybuf4s50_1
  • CP max FO: 3
  • WP data required: 1840 ps
  • Worst Path Buf+Inv: 2
  • CP endpoint kind: output port
  • Crit path launch type: input port
  • CP cell instances: clkdlybuf4s50_1 > a221oi_2 > o31a_2 > clkdlybuf4s50_1
  • CP max stage delay: 460 ps
  • Crit Path Class: input port to output port
  • Top delay family on crit path: buffers and inverters
  • Worst Path Arrival: around 1800 ps
  • CP max stage cell: clkdlybuf4s50_1

Power and ir drop
  • Sw power: around 0.021 mW
  • Pint: between 0.03 and 0.04 mW
  • Power density over the cells: 102 mW/mm2
  • Sw Ratio: 0.375
  • Clock power frac: 0
  • Max IR drop VDD: 0.0138 mV
  • P_leak: about 0.22 nW
  • Comb pwr share: 1.000
  • Pwr Total: about 0.055 mW
  • Flop pwr share: 0

Floorplan
  • # IOs: 32
  • Die Size: roughly 0.0064 mm2
  • Core area: roughly 0.0034 mm2
  • Cell Rows: 21
  • Die width: about 80 um
  • Vertical die size: roughly 80 um
  • Starting density of the core: 0.0630

Run
  • Max-cap violations: 0
  • Log Warnings: 32

Routing
  • Antenna-violating nets left: 0
  • Routed via count: between 300 and 400
  • Initial DRT Pass Iterations: 2
  • Vias/cell: 2.73
  • Wire per inst: 9.38 um
  • Antenna diodes: 0
  • WL final: 1040 um
  • DRC viols: 0
  • DRT iter0 DRCs: 1

Timing
  • Final Cycle Share: 0.967
  • Period minus WS final: roughly 2200 ps
  • Setup TNS Final: 0 ps
  • Setup violators final: 0
  • RSZ-0062 raised after global routing: no
  • Max-slew violation count: 0
  • F_max: around 0.45 GHz
  • Hold Fails Final Rpt: 0
  • WHS: between 1000 and 1500 ps

Hold path
  • Worst Hold Class: input port to output port

Placement
  • HPWL after DPL: ~940 um
  • Placer Congestion: 0.722
  • Area after DPL: ~540 um2
  • Port Buffers: 24
  • Post-Place Cells: 110

Clock network
  • Hold Buf Count CTS: 0
[path summary, 6_finish.rpt]
check	cells past startpoint	slack, ps	from	end
hold / removal	5	1460	id_counter_value[0]	start_layer_init_addr[10]
setup / recovery	4	80	id_counter_value[8]	start_layer_num[0]
[power by group through the flow]
| stage | combinational (mW) | sequential, mW | clock [mW] |
|---|---|---|---|
| 4_1_cts | 0.0582 | 0 | 0 |
| 5_1_grt | 0.0611 | 0 | 0 |
| 6_report | 0.0548 | 0 | 0 |
[layer usage]
metal  global-route usage  part of all wire  up-vias
met5                    0                 0        -
met4                    0                 0        0
met3              0.00568             0.097        0
met2               0.0506              0.47       16
met1               0.0369              0.43      131
li1                     -                 -      156
[final cells by class]
type / instances / share of cell area
tap: 46 / 0.107
timing repair buffer: 34 / 0.549
multi-input combinational: 27 / 0.316
inverter: 4 / 0.0279
[logic make-up (layout without fill, tap and decap cells)]
| family | Yosys count | count (layout) |
|---|---|---|
| AOI/OAI and AO/OA | 6 | 6 |
| buffers and inverters | 13 | 38 |
| other | 1 | 8 |
| and+or+nand+nor | 13 | 13 |
[layout by cell type (no fill, tap or decap), drive strengths merged]
| cell | count |
|---|---|
| a21oi | 3 |
| a221oi | 1 |
| buf | 12 |
| clkbuf | 1 |
| clkdlybuf4s15 | 1 |
| clkdlybuf4s50 | 13 |
| conb | 8 |
| dlygate4sd2 | 7 |
| inv | 4 |
| nand2 | 1 |
| nand3 | 1 |
| nor2 | 4 |
| nor4 | 1 |
| o21ai | 1 |
| o31a | 1 |
| or2 | 3 |
| or2b | 1 |
| or3 | 2 |
[repair_timing]
| item | CTS | global route |
|---|---|---|
| buffers inserted | 2 | 0 |
| endpoints found under the setup margin | 13 | 4 |
| resized | 19 | 5 |
| pin swaps | 6 | 3 |
[per-stage QoR]
stage / util / setup WS (ps)
5_1_grt: 0.158 / 1.63
4_1_cts: 0.163 / 23.1
3_3_place_gp: 0.158 / -373
6_report: 0.158 / 76.7
2_1_floorplan: - / 695
3_5_place_dp: 0.158 / -388
No activity file was given, so power comes from the tool's default toggle rates.
